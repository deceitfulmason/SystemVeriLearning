## flow/config.mk

```make
export PLATFORM = sky130hd
export DESIGN_NAME = demux4_16
export DESIGN_NICKNAME = demux4_16
export VERILOG_FILES = /design/flow/design.v
export SDC_FILE = /design/flow/constraint.sdc
export NUM_CORES = 4
export LEC_CHECK = 1
export CORE_AREA = 10 10 70 70
export DIE_AREA = 0 0 80 80
```

## flow/constraint.sdc

```tcl
current_design demux4_16

set clk_period 1.6
set clk_io_pct 0.2

create_clock -name clk0 -period $clk_period

set non_clock_inputs [all_inputs -no_clocks]
set_input_delay [expr $clk_period * $clk_io_pct] -clock clk0 $non_clock_inputs
set_output_delay [expr $clk_period * $clk_io_pct] -clock clk0 [all_outputs]
```

## flow/design.v

```verilog
module demux4_16(
    input logic     X,
    input logic [3:0]   S,
    output logic [15:0] Y
);
always_comb begin 
    Y = 16'b0;  
     Y[S] = X; 
end
endmodule
```

## flow/run.sh

```bash
#!/bin/bash
# OpenROAD 26Q1-2900-gdf79404cd8, Yosys 0.63+post, stock flow scripts
make -C /OpenROAD-flow-scripts/flow DESIGN_CONFIG=/design/flow/config.mk WORK_HOME=/design/flow/orfs finish
```

==> job_summary.md <==
## PnR job results

| Metric | Value |
|---|---|
| IO Pins | 21 |
| Post-CTS Hold Fix Bufs | 0 |
| Number of search-and-repair iterations in the first detailed-routing pass | 2 |
| Share of post-route cells with drive strength above 1 | approximately four fifths |
| Sequential cell area in the final layout | 0 µm² |
| Worst setup startpoint | S[1] |
| Routed vias | 424 |
| Number of antenna violations at the first check in global routing | 0 |
| Stage-log warning count | 34 |
| Top cell type's share of synthesized area | roughly a fifth |
| Setup repair after global routing missed its margin | yes |
| Overflow after GRT | 0 |
| Routed vias/inst | 3.48 |
| Final count of pins violating max slew | 0 |
| Antenna Cells | 0 |
| Post-synthesis cell type count | 18 |
| HPWL reported at the end of detailed placement | 1050 µm |
| FP Core Util | approximately 6.8% |
| Static leakage power | around 0.3 nW |
| VDD IR max | between 0.04 and 0.05 mV |
| Highest cell delay on the worst timing path | 0.24 ns |
| Filler Cell Count | 380 |
| Tightest hold margin | roughly 1.1 ns |
| Rows | 21 |
| Number of setup violations in the final report | 3 |
| Result of the run | finished with violations |
| Average wire length per cell after detail routing | 10.7 µm |
| Post-synthesis sequential area ratio | 0% |
| RePlAce Congestion | 0.724 |
| Yosys Instances | around 41 |
| Number of violations of the max-capacitance limit | 0 |
| Maximum fanout encountered on the critical timing path | 5 |
| Slew Limit Headroom | 83.9% |
| Violated checks | setup timing |
| Tmin final | 1.63 ns |
| Achievable frequency | 613 MHz |
| Power density over the cells | 228 mW/mm² |
| Area occupied by multi-input gates | 353 µm² |
| CP max stage cell | sky130_fd_sc_hd__nor4b_4 |
| Count of buffers inserted at the top-level ports | 21 |
| P&R area growth vs syn | 199% |
| Endpoint type of the worst setup path | primary output |
| 1st-iter DRT viols | 15 |
| Synth Warn # | 1 |
| Wire length of the first global-routing pass | 2080 µm |
| Chip width | about 80 µm |
| Actual transition at the worst max-transition pin | 0.241 ns |
| Chip area estimate from yosys synthesis | 231 µm² |
| GRT Total Usage | 3.90% |
| Total length of routed met3 wires | 107 µm |
| Category of the most critical setup path | primary input to primary output |
| Final routed wirelength across all metal layers | 1310 µm |
| Timing endpoint of the critical path | Y[8] |
| Crit-path cells | buf_8 > inv_4 > ha_4 > nor4b_4 > a21oi_2 > buf_4 > nor2_2 > buf_2 |
| Top Layer Used | met3 |
| Final worst-path setup slack | -0.0326 ns |
| Flip-flop and latch count | 0 |
| Gate Count Post-Synth | 41 |
| Post-route fraction of the period consumed by the critical path | 102% |
| Required time of the critical path | 1.28 ns |
| Die Footprint | 0.00640 mm² |
| Wire length the detailed router placed on met1 | 498 µm |
| DRC violations left | 0 |
| Fin. Hold Viols | 0 |
| Post-synthesis instance area | about 230 µm² |
| Arrival @ worst endpoint | around 1.3 ns |
| Cell type with the largest total area | sky130_fd_sc_hd__nor2_1 |
| Chip Height | 80 µm |
| Detailed-routed wire length on met2 | 706 µm |
| Mean instance size in the synthesized netlist | ~5.6 µm² |
| Post-layout total power | 0.157 mW |
| Sort of element at the start of the critical path | primary input |
| Top cells by area in the synthesized netlist | sky130_fd_sc_hd__nor2_1 (19%), sky130_fd_sc_hd__nand3_1 (11%), sky130_fd_sc_hd__nor3_1 (8.6%) |
| Floorplan core area | ~0.0034 mm² |
| Number of global-route vias before repair | between 400 and 500 |
| Antenna-violating nets left | 0 |
| Tightest Hold Check Type | primary input to primary output |
| # clk buffers | 0 |
| Maximum number of pins on one net before global-route repair | 8 |
==> metal layers <==
metal	vias up	GRT usage, %
li1	217	-
met1	198	3.96
met3	0	1.36
met2	9	7.78
met4	0	0
met5	-	0
==> cells in the mapped netlist, drive strengths merged <==
cell type / instances
nand3b: 1
inv: 4
nor2: 12
nor3: 5
o31a: 1
nor4b: 1
nand3: 5
and3: 1
and4: 1
nand2b: 2
nand2: 1
buf: 1
ha: 1
a21oi: 2
o21a: 1
nor3b: 1
xnor2: 1
==> how the worst min path moves through the flow <==
stage         startpoint  endpoint  slack [ns]  cells past startpoint
finish                 X      Y[3]        1.07                      4
global route           X      Y[0]        1.11                      3
CTS                 S[0]     Y[15]        1.09                      5
==> per-stage QoR <==
| step | cells | TNS [ns] | setup WS, ns | area [µm²] | utilization, % |
|---|---|---|---|---|---|
| finish | 122 | -0.0655 | -0.0326 | 692 | 20.3 |
| global route | 122 | -0.534 | -0.108 | 692 | 20.3 |
| CTS | 122 | -0.124 | -0.0331 | 683 | 20.0 |
| detailed placement | 115 | -13.07 | -0.869 | 552 | 16.2 |
| global placement | 115 | -12.83 | -0.859 | 552 | 16.2 |
| floorplan | 41 | 0 | 0.210 | 231 | - |
==> cells in the final DEF, fill, tap and decap left out, types with 2 or more instances in the layout <==
cell	count
sky130_fd_sc_hd__nand3_2	2
sky130_fd_sc_hd__buf_8	2
sky130_fd_sc_hd__buf_2	11
sky130_fd_sc_hd__nor2_4	2
sky130_fd_sc_hd__clkbuf_2	7
sky130_fd_sc_hd__inv_4	3
sky130_fd_sc_hd__nor2_2	2
sky130_fd_sc_hd__a21oi_2	2
sky130_fd_sc_hd__nand2b_4	2
sky130_fd_sc_hd__buf_6	4
sky130_fd_sc_hd__nor3_2	3
sky130_fd_sc_hd__buf_4	11
sky130_fd_sc_hd__nor3_4	2
sky130_fd_sc_hd__nor2_1	8
sky130_fd_sc_hd__nand3_4	2
==> cell type report <==
type / instances / share of cell area, %
Multi-Input combinational cell: 36 / 51.0
Tap cell: 46 / 8.32
Timing Repair Buffer: 36 / 37.4
Inverter: 4 / 3.25
==> worst max-delay path, delay by kind of cell <==
kind | cells | cell delay (ns)
buf+inv | 4 | 0.41
fa+ha+maj | 1 | 0.17
simple gates | 2 | 0.31
compound gates | 1 | 0.11
==> report_power, final <==
| group | leakage (nW) | switching, mW | internal (mW) |
|---|---|---|---|
| registers | 0 | 0 | 0 |
| clock network | 0 | 0 | 0 |
| logic | 0.304 | 0.0768 | 0.0806 |
| total | 0.304 | 0.0768 | 0.0806 |
==> logic make-up (layout without fill, tap and decap cells) <==
logic type | count (synthesis) | after routing | synth area share, %
AND-OR/OR-AND | 4 | 4 | 11.4
XOR/XNOR | 1 | 1 | 3.78
AND/OR/NAND/NOR | 30 | 30 | 69.7
adder cells (fa/ha/maj) | 1 | 1 | 5.40
buffers and inverters | 5 | 40 | 9.73
==> repair_timing <==
| item | in CTS | in global routing |
|---|---|---|
| endpoints found under the setup margin | 16 | 16 |
| buffers inserted | 7 | 0 |
| pin swaps | 18 | 10 |
| gates resized | 89 | 22 |
Power is estimated from default activity; no workload was simulated.
