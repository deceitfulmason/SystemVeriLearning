===== config.mk =====
export PLATFORM = sky130hd
export DESIGN_NAME = div50M
export DESIGN_NICKNAME = div50M
export VERILOG_FILES = /design/flow/design.v
export SDC_FILE = /design/flow/constraint.sdc
export NUM_CORES = 4
export LEC_CHECK = 1
export CORE_AREA = 10 10 88 88
export DIE_AREA = 0 0 98 98

===== constraint.sdc =====
current_design div50M

set clk_period 5.2
set clk_io_pct 0.2

create_clock -name clk0 -period $clk_period [get_ports {CLK_IN}]

set non_clock_inputs [all_inputs -no_clocks]
set_input_delay [expr $clk_period * $clk_io_pct] -clock clk0 $non_clock_inputs
set_output_delay [expr $clk_period * $clk_io_pct] -clock clk0 [all_outputs]

===== design.v =====
module div50M(
    input logic CLK_IN,
    output logic CLK_OUT
);
logic [25:0] counter;  
always_ff @(posedge CLK_IN) begin
        if(counter >= 50000000-1) 
    begin
CLK_OUT <= 1'b1;
counter <= 0;
    end
        else
    begin
counter <= counter +1;
CLK_OUT <= 1'b0;
    end
end
endmodule

===== run.sh =====
#!/bin/bash
# OpenROAD 26Q1-2900-gdf79404cd8, Yosys 0.63+post, stock flow scripts
make -C /OpenROAD-flow-scripts/flow DESIGN_CONFIG=/design/flow/config.mk WORK_HOME=/design/flow/orfs finish

==> run summary <==
run results: effective utilization at floorplan 0.2090, Root Buffer sky130_fd_sc_hd__clkbuf_8, clock tree from TritonCTS yes, IR Drop Worst-Case VDD 232.3 uV, startpoint type of the worst setup path flop, Filler Cells Inserted 644, overall die area 9604 sq um, leading register cell type out of synthesis sky130_fd_sc_hd__dfxtp_1, cts bufs inserted 3, top routing layer used met3, shortest period the worst path allows 2.163 ns, number of distinct library cells after synthesis 29, Post-Syn Instances 146, Setup violations, final 0, clock sink count 27, cell total after placement 216, instance area at placement 1314 sq um, die x size 98 microns, buffers inserted during post-CTS setup optimization 0, std cell rows 28, Inserted Diodes 0, final instance area 1359 sq um, ys cells 146, first-pass GRT wire length 3870 microns, DRT iter0 DRCs 55, data required time at the worst endpoint 5.40 ns, post-detailed-route via-to-cell ratio 4.355, # hold bufs at CTS 0, Hold/Removal Path Class flop to flop, maximum achievable frequency 462.3 MHz, clock latency reported for the late side of the worst-skew pair 0.27 ns, placer's final routability congestion estimate 0.7970, number of global-route vias before repair 859, proportion of synthesized chip area in sequential cells 0.4368, Worst Max-Slew Pin Slew 0.3973 ns, top fanout value on the critical path 13, WL met1 1132 microns, initial antenna violation count 0, total routing usage reported by global routing 0.04492, Core Area 5921 sq um, remaining max-slew budget at the tightest pin 0.7343, ordered list of cells on the worst path ha_1 > nand2_1 > or4_1 > or4_1 > a21oi_1, detailed-router iteration count before antenna repair 4, cell area power density 236.5 nW/um^2, routed length per instance 9.564 microns, slowest cell on the critical path sky130_fd_sc_hd__or4_1, clock-pin slew on the worst setup and hold paths 0.09 ns, CTS HTree Levels 1, Yosys reg bits 27, routed wire length on met2 908 microns, Final Hold Fails 0, final global-route overflow total 0, tool warnings 25, Syn Area/Cell 8.476 sq um, post_cts resized 0, setup clock skew after layout 0.006950 ns, Most common cell on crit path sky130_fd_sc_hd__or4_1, Via Count 958, area growth from synthesis to layout 9.808%, Detail Route Antenna Nets 0, mapped cell area 1237 sq um, Total Routed Length 2104 microns, IO Count 2, critical path arrival 2.37 ns, maximum number of pins on one net before global-route repair 21, remaining design rule violation count 0, # Max-Cap Violations 0, endpoint class of the critical path flop, Final Non-Filler Cells 220, hpwl dp 1458 microns, leakage power 0.4918 nW, Post-synth EDFFs 0, amount of wire on met3 after detailed routing 62 microns, Setup CP Type flop to flop, Die Span Y 98 microns, result of the run finished, final reports clean, part of the cycle the worst path needs 0.4160, Buffers on Ports 1, CP max stage delay 0.73 ns, chip area in the Yosys report 1237 sq um, Yosys warning count 1, deepest clock path buffer count 2, share of layout cells above drive strength 1 0.04138, Post-synth ARST share 0, Final Slew Violations 0, unrepaired setup endpoints after global routing false, setup_tns 0 ns
[cells by family (layout without fill, tap and decap cells)]
kind of cell | after synthesis | after routing | synth area share
buffers and inverters | 14 | 13 | 0.04955
adder cells (fa/ha/maj) | 1 | 1 | 0.01011
XOR/XNOR | 11 | 11 | 0.07786
AND/OR/NAND/NOR | 64 | 64 | 0.2902
flip-flops | 27 | 27 | 0.4368
AND-OR/OR-AND | 29 | 29 | 0.1355
[placed cells by master (no fill, tap or decap), drive strengths merged]
cell / n
nor4b: 1
o31ai: 5
nand4: 5
a21oi: 13
nand3: 8
or3: 6
and3: 2
xnor2: 8
ha: 1
buf: 1
and2: 2
dfxtp: 27
o211ai: 1
nor2: 16
and4: 1
or4: 7
nand2: 9
inv: 7
a32o: 1
clkdlybuf4s50: 1
nor3: 4
o21ai: 8
a21o: 1
or4b: 1
clkbuf: 4
xor2: 3
nor4: 2
[report_power, final]
| group | switching (mW) | total (mW) | internal [mW] |
|---|---|---|---|
| sequential | 0 | 0.207 | 0.207 |
| combinational | 0 | 0.000000252 | 0 |
| clock | 0.0601 | 0.115 | 0.0548 |
| total | 0.0601 | 0.321 | 0.261 |
[synthesized netlist by cell type, types with 3 or more instances]
| cell type | count | share of area |
|---|---|---|
| sky130_fd_sc_hd__or3_1 | 6 | 0.030 |
| sky130_fd_sc_hd__or4_1 | 6 | 0.036 |
| sky130_fd_sc_hd__nor2_1 | 16 | 0.049 |
| sky130_fd_sc_hd__clkbuf_1 | 5 | 0.015 |
| sky130_fd_sc_hd__nand4_1 | 4 | 0.020 |
| sky130_fd_sc_hd__o31ai_1 | 5 | 0.030 |
| sky130_fd_sc_hd__nor3_1 | 4 | 0.016 |
| sky130_fd_sc_hd__xor2_1 | 3 | 0.021 |
| sky130_fd_sc_hd__xnor2_1 | 8 | 0.057 |
| sky130_fd_sc_hd__nand3_1 | 8 | 0.032 |
| sky130_fd_sc_hd__nand2_1 | 9 | 0.027 |
| sky130_fd_sc_hd__o21ai_0 | 8 | 0.032 |
| sky130_fd_sc_hd__inv_1 | 7 | 0.021 |
| sky130_fd_sc_hd__dfxtp_1 | 27 | 0.44 |
| sky130_fd_sc_hd__a21oi_1 | 13 | 0.053 |
[final timing paths]
path / startpoint / slack (ns) / depth (start not counted) / endpoint
hold / removal: counter[0] / 0.45 / 1 / counter[0]
setup / recovery: counter[0] / 3.04 / 5 / counter[22]
hold reg to reg: counter[0] / 0.45 / 1 / counter[0]
setup reg to reg: counter[0] / 3.04 / 5 / counter[22]
[stage by stage]
step | util | hold WS (ns) | total power [mW] | worst slack [ns]
6_report | 0.2295 | 0.4504 | 0.3214 | 3.037
4_1_cts | 0.2295 | 0.4582 | 0.3289 | 3.037
2_1_floorplan | - | 0.4175 | 0.2114 | 3.350
3_3_place_gp | 0.2219 | 0.4306 | 0.2114 | 3.115
3_5_place_dp | 0.2219 | 0.4446 | 0.2114 | 3.079
5_1_grt | 0.2295 | 0.4896 | 0.3372 | 2.874
[critical path: cells and delay by family, from the launching register on]
family / cells / cell delay [ns]
simple gates: 3 / 1.39
flops: 1 / 0.36
fa+ha+maj: 1 / 0.20
compound gates: 1 / 0.16
[per-layer routing]
metal / GRT usage / vias to the layer above
met5: 0 / -
met4: 0 / 0
met3: 0.01280 / 0
met2: 0.06802 / 6
met1: 0.06581 / 434
li1: - / 518
[registers in the layout, summed over array words and instances (netlist names)]
name     flops
counter     26
CLK_OUT      1
[area by class of cell]
class | instances | area, sq um | area share
multi-input combinational | 105 | 635.6 | 0.4678
sequential | 27 | 540.5 | 0.3978
tap | 75 | 93.84 | 0.06906
clock buffer | 4 | 45.04 | 0.03315
inverter | 7 | 26.28 | 0.01934
timing repair buffer | 2 | 17.52 | 0.01289
Power is estimated from default activity; no workload was simulated.
