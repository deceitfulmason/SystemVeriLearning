File: /design/flow/config.mk
export PLATFORM = sky130hd
export DESIGN_NAME = d7s
export DESIGN_NICKNAME = d7s
export VERILOG_FILES = /design/flow/design.v
export SDC_FILE = /design/flow/constraint.sdc
export NUM_CORES = 4
export LEC_CHECK = 1
export CORE_AREA = 10 10 70 70
export DIE_AREA = 0 0 80 80
File: /design/flow/design.v
module d7s(
    input logic [3:0] X ,
    input logic EN ,
    output logic [6:0] Y 
);
always_comb begin 
        Y = 7'b0000000;  
                if (EN)
        begin 
                case (X)
                4'h0 :
                        Y = 7'b0111111;   
                4'h1 :
                        Y = 7'b0000110;   
                4'h2 :
                        Y = 7'b1011011;   
                4'h3 :
                        Y = 7'b1001111;   
                4'h4 :
                        Y = 7'b1100110;   
                4'h5 :
                        Y = 7'b1101101;   
                4'h6 :
                        Y = 7'b1111101;   
                4'h7:
                        Y = 7'b0000111;   
                4'h8:
                        Y = 7'b1111111;   
                4'h9:
                        Y = 7'b1101111;   
                4'hA:
                        Y = 7'b1110111;   
                4'hB:
                        Y = 7'b1111100;   
                4'hC:
                        Y = 7'b0111001;   
                4'hD:
                        Y = 7'b1011110;   
                4'hE:
                        Y = 7'b1111001;   
                4'hF:
                        Y = 7'b1110001;   
                default:
                        Y =  7'b0000000;
                endcase
        end
end
endmodule
File: /design/flow/run.sh
#!/bin/bash
# OpenROAD 26Q1-2900-gdf79404cd8, Yosys 0.63+post, stock flow scripts
make -C /OpenROAD-flow-scripts/flow DESIGN_CONFIG=/design/flow/config.mk WORK_HOME=/design/flow/orfs finish
File: /design/flow/constraint.sdc
current_design d7s

set clk_period 1.5
set clk_io_pct 0.2

create_clock -name clk0 -period $clk_period

set non_clock_inputs [all_inputs -no_clocks]
set_input_delay [expr $clk_period * $clk_io_pct] -clock clk0 $non_clock_inputs
set_output_delay [expr $clk_period * $clk_io_pct] -clock clk0 [all_outputs]
==> impl_metrics.env <==
# source this file to load flow results
export IMPL_worstPathArrival_ps=1320
export IMPL_ff_count=0
export IMPL_ios=12
export IMPL_antennaDiodeCount=0
export IMPL_fp_util=0.0949
export IMPL_worst_pin_slew_ps=224
export IMPL_syn_area_um2=324
export IMPL_cp_max_fo=4
export IMPL_worst_setup_path_type="primary input to output pin"
export IMPL_dp_hpwl_um=745
export IMPL_violations="negative setup slack"
export IMPL_synth_cell_types=21
export IMPL_met1_length_um=444
export IMPL_fp_dieW_um=80
export IMPL_top_layer_used="met3"
export IMPL_wl_per_cell_um=9.88
export IMPL_fmax_ghz=0.616
export IMPL_ir_worst_vdd_uv=44.0
export IMPL_fin_tns_setup_ps=-368
export IMPL_postSynthCellCount=37
export IMPL_vias=379
export IMPL_finalCriticalPeriod_ps=1620
export IMPL_antenna_found_initial=0
export IMPL_dr_wl_met3_um=45
export IMPL_routabilityCongestion=0.778
export IMPL_finalHoldViolations=0
export IMPL_drt_pre_antenna_iters=2
export IMPL_worstPathRequired_ps=1200
export IMPL_die_h_um=80
export IMPL_fin_crit_sh=1.08
export IMPL_grt_pass1_wl_um=1950
export IMPL_slew_violations=0
export IMPL_nClkBuffers=0
export IMPL_pre_cts_ws_ps=-966
export IMPL_setup_slack_ps=-124
export IMPL_start_kind="primary input"
export IMPL_final_core_util=0.212
export IMPL_finalSetupViolations=6
export IMPL_p_leak_nw=0.303
export IMPL_wl_met2_um=597
export IMPL_row_count=21
export IMPL_cap_violations=0
export IMPL_viasPerCell=3.45
export IMPL_drt_iter0_markers=14
export IMPL_grt_ovfl_total=0
export IMPL_seqCellArea_um2=0
export IMPL_io_buffers=12
export IMPL_max_slew_margin=0.851
export IMPL_first_global_vias=398
export IMPL_final_cell_count_no_fill=110
export IMPL_p_per_area_nw_per_um2=257
export IMPL_status="finished, violations left"
export IMPL_drt_wl_total_um=1090
export IMPL_ant_nets=0
export IMPL_drive_gt1_frac=0.828
export IMPL_postSynthAreaPerCell_um2=8.76
export IMPL_core_um2=3420
export IMPL_ys_warn_count=1
export IMPL_whs_ps=969
export IMPL_worstHoldPathType="primary input to output pin"
export IMPL_ys_cells=37
export IMPL_dp_cells=101
export IMPL_die_area_um2=6400
export IMPL_grt_max_degree=7
export IMPL_yosys_area_um2=324
export IMPL_tool_warnings=39
export IMPL_grt_util_all_layers=0.0351
export IMPL_route_detailed_drc=0
export IMPL_hold_buffers=0
export IMPL_syn_to_final_growth_pct=123
export IMPL_grt_setup_unrepaired="yes"
export IMPL_endpoint_kind="output pin"
export IMPL_ys_seq_share=0
[logic make-up (layout without fill, tap and decap cells)]
family,count (synthesis),count (layout),share of synthesized area
multiplexers,2,2,0.0772
AND-OR/OR-AND,8,8,0.239
buffers and inverters,6,33,0.116
adder cells (fa/ha/maj),6,6,0.232
AND/OR/NAND/NOR,15,15,0.336
[area by class of cell]
cell class                 instances  area [µm²]
fill                             369        2690
timing repair buffer              29         253
multi-input combinational         31         388
tap                               46        57.6
inverter                           4        25.0
[cell usage in the layout, fill, tap and decap left out, drive strengths merged]
| cell type | count |
|---|---|
| buf | 27 |
| ha | 6 |
| nor3 | 6 |
| nor2 | 5 |
| inv | 4 |
| and2b | 3 |
| a211oi | 2 |
| a221oi | 2 |
| mux2i | 1 |
| a311oi | 1 |
| nor2b | 1 |
| a21oi | 1 |
| a31oi | 1 |
| o21a | 1 |
| mux2 | 1 |
| dlygate4sd2 | 1 |
| clkdlybuf4s15 | 1 |
[synthesized netlist by cell type]
master / n / share of area
nor2_2: 1 / 0.019
and2b_1: 2 / 0.046
ha_1: 6 / 0.23
nor2_4: 1 / 0.035
buf_6: 2 / 0.069
inv_2: 1 / 0.012
a221oi_2: 2 / 0.093
and2b_2: 1 / 0.027
a311oi_1: 1 / 0.027
nor3_1: 2 / 0.031
mux2i_1: 1 / 0.031
mux2_4: 1 / 0.046
o21a_1: 1 / 0.023
a211oi_1: 1 / 0.023
a21oi_1: 1 / 0.015
nor2_1: 3 / 0.035
a31oi_1: 1 / 0.019
nor3_2: 4 / 0.12
inv_1: 3 / 0.035
a211oi_2: 1 / 0.039
nor2b_1: 1 / 0.019
[metrics by stage]
step	instance area (µm²)	total power, mW
6_report	723	0.186
3_3_place_gp	539	0.136
4_1_cts	708	0.180
2_1_floorplan	324	0.0684
5_1_grt	723	0.202
3_5_place_dp	539	0.137
[worst max-delay path, cell delays in order]
cell and delay (ps):
buf_8 100, buf_6 120, ha_4 160, and2b_2 230
buf_6 100, nor3_4 30, a211oi_2 150, buf_2 120
[layer usage]
layer | up-vias | global-route usage
li1 | 188 | -
met5 | - | 0
met1 | 188 | 0.0456
met2 | 3 | 0.0642
met4 | 0 | 0
met3 | 0 | 0.00341
[power breakdown]
group	total (mW)	switching, mW	internal [mW]
Sequential	0	0	0
Clock	0	0	0
Combinational	0.186	0.0803	0.106
[path summary, 6_finish.rpt]
check / from / to / slack [ps] / cells after the start
worst min-delay path: X[0] / Y[1] / 970 / 4
worst max-delay path: X[1] / Y[0] / -120 / 8
[repair_timing]
action | CTS | global route
pin swaps | 10 | 3
setup endpoints to repair | 7 | 6
setup buffers | 7 | 2
gates resized | 76 | 0
Power figures rest on the tool's default switching activity, not on a simulated workload.
